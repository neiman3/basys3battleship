<file path="flow/design.v">
`timescale 1ns / 1ps
module Battleship_ShipAdder(
    input [27:0] ship1,
    input [27:0] ship2,
    input [27:0] ship3,
    output logic [27:0] shipout
    );
    always_comb begin
        shipout[0]  = ship1[0]  | ship2[0]  | ship3[0];
        shipout[1]  = ship1[1]  | ship2[1]  | ship3[1];
        shipout[2]  = ship1[2]  | ship2[2]  | ship3[2];
        shipout[3]  = ship1[3]  | ship2[3]  | ship3[3];
        shipout[4]  = ship1[4]  | ship2[4]  | ship3[4];
        shipout[5]  = ship1[5]  | ship2[5]  | ship3[5];
        shipout[6]  = ship1[6]  | ship2[6]  | ship3[6];
        shipout[7]  = ship1[7]  | ship2[7]  | ship3[7];
        shipout[8]  = ship1[8]  | ship2[8]  | ship3[8];
        shipout[9]  = ship1[9]  | ship2[9]  | ship3[9];
        shipout[10] = ship1[10] | ship2[10] | ship3[10];
        shipout[11] = ship1[11] | ship2[11] | ship3[11];
        shipout[12] = ship1[12] | ship2[12] | ship3[12];
        shipout[13] = ship1[13] | ship2[13] | ship3[13];
        shipout[14] = ship1[14] | ship2[14] | ship3[14];
        shipout[15] = ship1[15] | ship2[15] | ship3[15];
        shipout[16] = ship1[16] | ship2[16] | ship3[16];
        shipout[17] = ship1[17] | ship2[17] | ship3[17];
        shipout[18] = ship1[18] | ship2[18] | ship3[18];
        shipout[19] = ship1[19] | ship2[19] | ship3[19];
        shipout[20] = ship1[20] | ship2[20] | ship3[20];
        shipout[21] = ship1[21] | ship2[21] | ship3[21];
        shipout[22] = ship1[22] | ship2[22] | ship3[22];
        shipout[23] = ship1[23] | ship2[23] | ship3[23];
        shipout[24] = ship1[24] | ship2[24] | ship3[24];
        shipout[25] = ship1[25] | ship2[25] | ship3[25];
        shipout[26] = ship1[26] | ship2[26] | ship3[26];
        shipout[27] = ship1[27] | ship2[27] | ship3[27];
    end
endmodule
module Torpedo(input logic [27:0] playerInitial, input logic [27:0] torpedo, output logic [27:0] playerFinal, output logic [0:0] hit);
logic [27:0] buffer;
assign buffer = (playerInitial)&(~torpedo);
always_comb
   begin
     if (playerInitial == buffer)   
        begin
           playerFinal = playerInitial;
           hit = 1'b0;
        end   
     else 
        begin
           playerFinal = buffer;      
           hit = 1'b1;
        end   
   end
endmodule
module TorpedoMod(input logic [27:0] playerInitial, input logic [27:0] torpedo, output logic [27:0] playerFinal);
logic [27:0] buffer;
assign buffer = (playerInitial)&(~torpedo);
always_comb
   begin
     if (playerInitial == buffer)   
        playerFinal = playerInitial;
     else 
        playerFinal = buffer;      
   end
endmodule
module Battleship_ShipSinker(
    input [27:0] ships,
    input [27:0] torps,
    output logic [27:0] shipout
    );
    always_comb begin
        shipout[0]  = ships[0]  & ~torps[0];
        shipout[1]  = ships[1]  & ~torps[1];
        shipout[2]  = ships[2]  & ~torps[2];
        shipout[3]  = ships[3]  & ~torps[3];
        shipout[4]  = ships[4]  & ~torps[4];
        shipout[5]  = ships[5]  & ~torps[5];
        shipout[6]  = ships[6]  & ~torps[6];
        shipout[7]  = ships[7]  & ~torps[7];
        shipout[8]  = ships[8]  & ~torps[8];
        shipout[9]  = ships[9]  & ~torps[9];
        shipout[10] = ships[10] & ~torps[10];
        shipout[11] = ships[11] & ~torps[11];
        shipout[12] = ships[12] & ~torps[12];
        shipout[13] = ships[13] & ~torps[13];
        shipout[14] = ships[14] & ~torps[14];
        shipout[15] = ships[15] & ~torps[15];
        shipout[16] = ships[16] & ~torps[16];
        shipout[17] = ships[17] & ~torps[17];
        shipout[18] = ships[18] & ~torps[18];
        shipout[19] = ships[19] & ~torps[19];
        shipout[20] = ships[20] & ~torps[20];
        shipout[21] = ships[21] & ~torps[21];
        shipout[22] = ships[22] & ~torps[22];
        shipout[23] = ships[23] & ~torps[23];
        shipout[24] = ships[24] & ~torps[24];
        shipout[25] = ships[25] & ~torps[25];
        shipout[26] = ships[26] & ~torps[26];
        shipout[27] = ships[27] & ~torps[27];
    end
endmodule
module Battleship_ShipCounter(
    input [27:0] ships,
    output logic [1:0] count
    );
    always_comb begin
        count = ships[27] + 
        ships[26] + 
        ships[25] + 
        ships[25] + 
        ships[24] + 
        ships[23] + 
        ships[22] + 
        ships[21] + 
        ships[20] + 
        ships[19] + 
        ships[18] + 
        ships[17] + 
        ships[16] + 
        ships[15] + 
        ships[14] + 
        ships[13] + 
        ships[12] + 
        ships[11] + 
        ships[10] + 
        ships[9] + 
        ships[8] + 
        ships[7] + 
        ships[6] + 
        ships[5] + 
        ships[4] + 
        ships[3] + 
        ships[2] + 
        ships[1] + 
        ships[0];
    end
endmodule
</file>
<file path="flow/run.sh">
#!/bin/bash
# OpenROAD 26Q1-2900-gdf79404cd8, Yosys 0.63+post, stock flow scripts
make -C /OpenROAD-flow-scripts/flow DESIGN_CONFIG=/design/flow/config.mk WORK_HOME=/design/flow/orfs finish
</file>
<file path="flow/config.mk">
export PLATFORM = sky130hd
export DESIGN_NAME = Torpedo
export DESIGN_NICKNAME = Torpedo
export VERILOG_FILES = /design/flow/design.v
export SDC_FILE = /design/flow/constraint.sdc
export NUM_CORES = 4
export LEC_CHECK = 1
export CORE_AREA = 10 10 70 70
export DIE_AREA = 0 0 80 80
</file>
<file path="flow/constraint.sdc">
current_design Torpedo

set clk_period 2.1
set clk_io_pct 0.2

create_clock -name clk0 -period $clk_period

set non_clock_inputs [all_inputs -no_clocks]
set_input_delay [expr $clk_period * $clk_io_pct] -clock clk0 $non_clock_inputs
set_output_delay [expr $clk_period * $clk_io_pct] -clock clk0 [all_outputs]
</file>
==> summary.txt <==
The flow run is done. According to the Yosys statistics, the synthesized design has a chip area of roughly 330 um2. Hold slack landed at about 1300 ps. Core utilization before placement landed at 9.67%. The HPWL after detailed placement is 2280 um. Count of filler cells inserted in the layout landed at around 380. The flow ran to the end, and the final reports show no timing, DRC or antenna violations.

Largest fanout of any net on the critical path landed at 2. Synthesized area per cell landed at ~7.2 um2. Across all checked pins, the minimum headroom to the slew limit is 83.6%. STA classifies the critical path startpoint as an input pin.

The number of setup buffers added after CTS is 0. Cell count listed in synth_stat.txt landed at approximately 46. Leftover overflow at the end of global routing landed at 0.

In this run the maximum-capacitance check reported violations numbering 0. Counting tap cells, the placed design contains a total of 177 instances. For the pin with the worst max-slew slack, the measured transition is 246 ps. Final critical-path share of the clock period landed at 96.3%. The via count of the first global-routing pass is between 700 and 800. Detailed routing inserted a total of between 600 and 700 vias.

Total tool warning count landed at 33. The power report puts the leakage power at 0.516 nW. Entering global routing, the biggest net connects 3 pins. Post-detailed-placement cell area landed at 1240 um2. Total power for the finished layout comes to between 0.15 and 0.2 mW.

Final weighted congestion of routability-driven global placement landed at 0.855. Wire length per cell landed at 13.6 um. The critical path is of the input pin to output port type. The design has 0 sequential cells. Final count of hold timing violations landed at 0. Netlist area before placement landed at between 300 and 400 um2.

Number of warning messages in the yosys log landed at 1. The layout summary lists the proportion of cells stronger than drive strength 1 as under 10%. Floorplan die area landed at 6400 um2.

From left edge to right edge, the die measures 80 um. The arrival time of data at the worst endpoint is listed as roughly 1600 ps. Required time at the endpoint of the critical path landed at between 1500 and 2000 ps. Number of standard-cell rows in the floorplan landed at 21. Finished layout cell area landed at about 1200 um2. Number of clock buffer instances in the layout landed at 0. The synthesized instance count is 46. For this run, the register share of the synthesized area comes to 0%. Flip-flop and latch area landed at 0 um2. Worst setup margin landed at 77.7 ps. Global routing usage summed across all routing layers landed at ~6.5%. Setup repair after global routing could not meet its margin everywhere. At the placement stage, the worst setup path has a slack of -568 ps. Number of antenna violations at the first check in global routing landed at 0. Total I/O pin count landed at 85. Number of different library cells in the post-synthesis netlist landed at 9. The final antenna diode tally reported by the flow is 0.

For this run, the final setup violation count is recorded as 0. Highest clock frequency the design can meet landed at between 0.4 and 0.5 GHz. Per the detailed-route log, wirelength across all metal layers totals 2400 um.

Final number of max-transition violations landed at 0. According to the hold report, the worst path is of the input pin to output port type. Compared with the post-synthesis result, the final layout area differs by 267%. DRC violation count after routing landed at 0. Count of nets left with antenna violations after detail routing landed at 0. Count of buffers inserted at the top-level ports landed at about 85.

The first global-routing pass estimated 3470 um of wire. Via count normalized by instance count landed at between 3 and 4. Per the OpenROAD floorplan log, the area of the core is 3420 um2. The first detailed-routing pass took 4 iterations. The worst setup path is captured at an output port.

Die span in y landed at roughly 80 um. Starting DRC count in detailed routing landed at 3. The finished layout holds ~180 standard cells, fillers aside. Peak supply drop landed at between 0.00004 and 0.00005 V. Clock period minus worst slack landed at roughly 2000 ps. Cell area power density landed at 158 nW/um2.
[where the power goes]
part | internal, mW | switching, mW
Combinational | 0.143 | 0.0488
Sequential | 0 | 0
Clock | 0 | 0
[path summary, 6_finish.rpt]
check | startpoint | end | slack, ps | cells after the start
worst max-delay path | torpedo[5] | hit[0] | 80 | 5
worst min-delay path | playerInitial[20] | hit[0] | 1270 | 5
[layout make-up]
cell class	instances	area [um2]	share of cell area, %
timing repair buffer	85	813	67.0
tap	46	57.6	4.74
multi-input combinational	46	343	28.2
[cell usage after synthesis]
cell type	number	share of area, %
sky130_fd_sc_hd__a22oi_2	1	3.8
sky130_fd_sc_hd__a22oi_1	5	11
sky130_fd_sc_hd__or3_1	1	1.9
sky130_fd_sc_hd__nand3_1	2	3.0
sky130_fd_sc_hd__a221oi_2	2	9.1
sky130_fd_sc_hd__nand4_1	1	1.9
sky130_fd_sc_hd__a22o_1	4	11
sky130_fd_sc_hd__nor2b_1	28	53
sky130_fd_sc_hd__a221oi_1	2	5.3
[placed cells by master (no fill, tap or decap)]
master and n:
sky130_fd_sc_hd__clkdlybuf4s50_1 49, sky130_fd_sc_hd__nor2b_1 28, sky130_fd_sc_hd__dlygate4sd2_1 15, sky130_fd_sc_hd__clkdlybuf4s15_1 7
sky130_fd_sc_hd__dlymetal6s2s_1 6, sky130_fd_sc_hd__clkbuf_2 6, sky130_fd_sc_hd__a22oi_1 5, sky130_fd_sc_hd__a22o_1 4
sky130_fd_sc_hd__a221oi_2 4, sky130_fd_sc_hd__nand3_1 2, sky130_fd_sc_hd__a22oi_2 1, sky130_fd_sc_hd__nand4_1 1
sky130_fd_sc_hd__or3_1 1, sky130_fd_sc_hd__buf_6 1, sky130_fd_sc_hd__buf_2 1
[through the flow]
stage,util (%),TNS (ps)
floorplan,-,0
global placement,36.3,-568
detailed placement,36.3,-568
CTS,35.6,0
global route,35.5,-3.10
finish,35.5,0
[worst max-delay path, stage by stage]
cell                              delay, ps
sky130_fd_sc_hd__clkdlybuf4s50_1        420
sky130_fd_sc_hd__a22oi_1                170
sky130_fd_sc_hd__nand4_1                100
sky130_fd_sc_hd__or3_1                  370
sky130_fd_sc_hd__buf_2                  120
[logic make-up (layout without fill, tap and decap cells)]
kind of cell	Yosys count	in the layout	share of synthesized area, %
AND/OR/NAND/NOR	32	32	59.9
AND-OR/OR-AND	14	14	40.2
buffers and inverters	0	85	0
[routing by layer]
| metal | up-vias | wire length [um] | GRT usage [%] |
|---|---|---|---|
| met1 | 281 | 959 | 7.38 |
| met5 | - | 0 | 0 |
| li1 | 350 | - | - |
| met3 | 0 | 349 | 3.52 |
| met4 | 0 | 0 | 0 |
| met2 | 46 | 1090 | 11.2 |
[what timing repair did]
action | 4_1_cts | 5_1_grt
hold buffers | 0 | 0
pin swaps | 12 | 11
endpoints found under the setup margin | 1 | 1
resized | 39 | 23
Power and IR drop assume default switching activity.
